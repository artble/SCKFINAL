### flow/design.v
module my_register(i_reg0, i_reg1, i_reg2, 
                   o_data0, o_data1, i_data2, 
                   i_clk, i_rsn);
    input wire [3:0] i_reg0;
    input wire [3:0] i_reg1;
    input wire [3:0] i_reg2;
    output reg signed [9:0] o_data0;
    output reg signed [9:0] o_data1;
    input wire signed [9:0] i_data2;
    input wire i_clk;
    input wire i_rsn;
    reg [9:0] RRR [1:12];  
    integer iter;
    always @(*) begin
        o_data0 <= ((i_reg0 > 0) & (i_reg0 <= 12)) ? RRR[i_reg0] : 0;  
        o_data1 <= ((i_reg1 > 0) & (i_reg1 <= 12)) ? RRR[i_reg1] : 0;
    end
    always @(posedge i_clk, negedge i_rsn) begin
        if (!i_rsn) begin
            for ( iter = 1; iter <= 12; iter = iter + 1)  
                RRR[iter] = 0;
        end else if((i_reg2 > 0) & (i_reg2 <= 12)) begin
            RRR[i_reg2] = i_data2;
        end
    end
endmodule
### flow/run.sh
#!/bin/bash
# OpenROAD 26Q1-2900-gdf79404cd8, Yosys 0.63+post, stock flow scripts
make -C /OpenROAD-flow-scripts/flow DESIGN_CONFIG=/design/flow/config.mk WORK_HOME=/design/flow/orfs finish
### flow/config.mk
export PLATFORM = sky130hd
export DESIGN_NAME = my_register
export DESIGN_NICKNAME = my_register
export VERILOG_FILES = /design/flow/design.v
export SDC_FILE = /design/flow/constraint.sdc
export NUM_CORES = 4
export LEC_CHECK = 1
export CORE_UTILIZATION = 40
### flow/constraint.sdc
current_design my_register

set clk_period 2.9
set clk_io_pct 0.2

create_clock -name clk0 -period $clk_period [get_ports {i_clk}]

set non_clock_inputs [all_inputs -no_clocks]
set_input_delay [expr $clk_period * $clk_io_pct] -clock clk0 $non_clock_inputs
set_output_delay [expr $clk_period * $clk_io_pct] -clock clk0 [all_outputs]
==> results.py <==
# Synthesis and PnR figures
metrics = {
    "layout": {
        "largest_reg_flops": 120,
        "final_core_util_pct": 57.9,
        "drive_gt1_share_pct": 50.5,
        "syn2layout_area_growth_pct": 40.4,
        "final_cells": 980,
    },
    "yosys": {
        "ys_async_sr_fraction_pct": 100,
        "yosys_warnings": 2,
        "synth.avg_cell_area_sq_um": 11.6,
        "synth-main-ff-cell": "dfrtp_1",
        "numSynthFlops": 120,
        "top_area_share_pct": 43.7,
        "synth_top_cell_by_area": "dfrtp_1",
        "edf_count": 0,
        "syn-instance-count": 590,
        "ys_seq_share_pct": 43.7,
        "yosysUniqueCellTypes": 52,
        "yosys-stat-cells": 590,
        "netlist_area_sq_um": 6870,
        "synthTopCellsByArea": "dfrtp_1 (44%), mux2_2 (23%), mux2i_1 (3.2%)",
        "ys_area_sq_um": 6870,
    },
    "timing": {
        "rsz0062_at_grt": "true",
        "period_needed_ns": 2.91,
        "max_freq_mhz": 343,
        "hold_violations": 0,
        "skew_ns": 0,
        "worst_slack_ns": -0.0120,
        "slew_violations": 0,
        "relSlewSlack_pct": 44.6,
        "max_slew.worst_pin.slew_ns": 0.831,
        "setup_violations": 1,
        "finalCritPeriodShare_pct": 100,
    },
    "floorplanning": {
        "initial_core_util_pct": 41.3,
        "die_x_um": 133,
        "die_h_um": 133,
        "rows": 47,
        "num_io_pins": 44,
        "core_area_sq_um": 16600,
        "die_area_sq_um": 17700,
    },
    "clock_tree": {
        "cts_tree": "done",
        "clock_latency_ns": 0.42,
        "clkSinkCount": 120,
        "clk_pin_slew_worst_paths_ns": 0.05,
        "ctsHoldBuffers": 0,
        "htreeDepth": 4,
        "cts_buffer_depth": 2,
        "cts_root_buffer": "clkbuf_16",
        "cts_buffers": 17,
    },
    "placement": {
        "gp_congestion": 1.02,
        "numPortBuffers": 43,
        "pre_cts_slack_ns": -0.534,
        "placedCellCount": 919,
        "hpwl_um": 16300,
    },
    "critical_path": {
        "reg2regPathDepth": 1,
        "crit_start": "i_reg1[0]",
        "startpoint_type": "input pin",
        "end_kind": "output pin",
        "crit_arrival_ns": 2.33,
        "required_ns": 2.32,
        "critPathMaxFanout": 5,
        "r2r-start": "RRR[7][6]",
        "setup.worst_path.class": "in -> out",
    },
    "run_status": {
        "violations": "setup timing",
        "status": "finished with violations",
    },
    "route": {
        "vias": 5964,
        "drt_iter0_markers": 439,
        "vias_per_cell": 6.09,
        "drc": 0,
        "antenna_cells": 0,
        "drt_first_pass_iters": 7,
        "ant_nets": 0,
        "routedWlPerCell_um": 24.7,
        "routed_wl_um": 24300,
    },
    "grt": {
        "grt_pass1_vias": 5923,
        "grt_pass1_wl_um": 36800,
        "overflow": 0,
        "antenna_found_initial": 0,
        "grt_usage_pct": 29.4,
        "grt_max_degree": 60,
    },
    "pwr": {
        "leakagePower_nw": 4.22,
        "ir_drop_mv": 0.416,
        "p_per_area_nw_per_um2": 621,
    },
    "run": {
        "maxCapViolCount": 0,
        "warnings": 27,
    },
    "min_path": {
        "min_path_type": "in -> async",
    },
}
[worst max-delay path: stages]
cell             delay (ns)
dlygate4sd2_1          0.24
buf_6                  0.13
buf_4                  0.15
nor3b_2                0.21
buf_4                  0.16
buf_4                  0.10
a32o_1                 0.11
a22oi_1                0.09
nand2_1                0.10
clkdlybuf4s50_1        0.46
[report_power, final]
group          internal, W  switching, W
logic             0.000822      0.000554
clock network      0.00147      0.000728
registers          0.00205      0.000369
[cell usage in the layout (no fill, tap or decap), types with 5 or more instances in the layout]
cell type,Yosys,routed
mux2_2,138,138
dfrtp_1,120,120
buf_4,3,113
nand2_1,23,23
mux2i_1,22,22
a22oi_1,26,21
clkdlybuf4s50_1,0,21
clkbuf_16,0,17
buf_6,5,17
nand3_1,17,16
a22o_1,14,14
buf_12,0,12
nor2_1,14,11
a32oi_1,13,10
nor2b_1,18,9
a21oi_1,11,9
nor2b_4,1,8
a32o_1,8,8
dlygate4sd2_1,0,8
o22ai_1,9,7
nor2_2,3,6
nand2b_1,9,6
o21ai_0,7,6
a221oi_1,7,6
clkinv_2,0,6
inv_1,6,5
a22oi_2,0,5
nor3_4,5,5
buf_2,30,5
[Yosys cell counts (all sizes together), types with 3 or more instances]
| library cell | number |
|---|---|
| mux2 | 139 |
| inv | 6 |
| nor3 | 8 |
| a221oi | 7 |
| a32o | 8 |
| o32ai | 4 |
| or3 | 4 |
| o2bb2ai | 4 |
| nand2b | 9 |
| nor2 | 17 |
| o21ai | 7 |
| a22o | 14 |
| a32oi | 13 |
| nand3 | 17 |
| o221ai | 4 |
| a22oi | 26 |
| and3 | 4 |
| a21oi | 11 |
| nor3b | 6 |
| a211o | 4 |
| nor2b | 19 |
| o211ai | 3 |
| o22ai | 9 |
| buf | 38 |
| dfrtp | 120 |
| mux2i | 22 |
| clkbuf | 13 |
| nand2 | 23 |
| a31oi | 3 |
[path summary, 6_finish.rpt]
kind | endpoint | slack, ns
hold reg to reg | RRR[6][0] | 0.53
min in group clk0 | RRR[6][0] | 0.53
max in group asynchronous | RRR[10][9] | 2.04
hold / removal | RRR[8][1] | 0.07
setup reg to reg | RRR[7][6] | 2.07
setup / recovery | o_data1[1] | -0.01
[metrics by stage]
step | hold slack [ns] | power (W) | area (sq um) | setup TNS, ns
after floorplan | 0.284 | 0.00304 | 6870 | 0
after global placement | 0.515 | 0.00363 | 8270 | -8.49
after detailed placement | 0.522 | 0.00365 | 8270 | -8.60
after CTS | 0.0727 | 0.00595 | 9330 | -0.133
after global routing | 0.0847 | 0.00624 | 9640 | -0.0740
final | 0.0734 | 0.00599 | 9640 | -0.0120
[area by class of cell]
class / count / area, sq um
Tap cell: 220 / 275
Fill cell: 1283 / 7000
Timing Repair Buffer: 190 / 1840
Clock buffer: 21 / 460
Inverter: 6 / 26.3
Sequential cell: 120 / 3000
Clock inverter: 10 / 150
Multi-Input combinational cell: 413 / 3880
[per-layer routing]
metal	up-vias	wire length, um	GRT usage, %
met3	72	2050	9.30
met5	-	0	0
met4	0	913	8.94
li1	2592	-	-
met1	2980	10500	43.0
met2	320	10800	42.7
[cells by family (layout without fill, tap and decap cells)]
logic type,after synthesis,count (layout),synth area share (%)
AOI/OAI and AO/OA,131,131,15.0
buffers and inverters,57,227,4.37
DFF,120,120,43.7
muxes,163,163,26.7
and+or+nand+nor,119,119,10.3
[timing repair]
| action | CTS | global route |
|---|---|---|
| buffers inserted | 19 | 9 |
| resized | 92 | 51 |
| setup endpoints to repair | 20 | 15 |
| gates cloned | 4 | 0 |
| pin swaps | 24 | 21 |
No activity file was given, so power comes from the tool's default toggle rates.
